===== /design/flow/design.v =====
`timescale 1ns / 1ps
module memoryANDGate(
    input  wire branch,
    input  wire zero,
    output wire pcsrc
);
    assign pcsrc = branch & zero;
endmodule
`timescale 1ns / 1ps
module memoryData(
    input  wire        clk,
                       mem_write,
                       mem_read,
    input  wire [31:0] addr,
    input  wire [31:0] write_data,
    output reg  [31:0] read_data
);
    reg [31:0] MEM [0:255];
    integer i;
    initial begin
        for (i = 0; i < 256; i = i + 1)
            MEM[i] = 32'h00000000;
        $readmemb("data.mem", MEM);
    end
    wire [7:0] word_addr = addr[9:2];
    always @(posedge clk) begin
        if (mem_write)
            MEM[word_addr] <= write_data;
    end
    always @* begin
        read_data = mem_read ? MEM[word_addr] : 32'b0;
    end
endmodule
`timescale 1ns / 1ps
module memoryTop(
    input  wire        clk,
    input  wire [31:0] ALUResult,
    input  wire [31:0] WriteData,
    input  wire [4:0]  WriteReg,
    input  wire [1:0]  WBControl,    
    input  wire        MemWrite,
    input  wire        MemRead,
    input  wire        Branch,
    input  wire        Zero,
    output wire [31:0] ReadData,
    output wire [31:0] ALUResult_out,
    output wire [4:0]  WriteReg_out,
    output wire [1:0]  WBControl_out,
    output wire        PCSrc
);
    wire [31:0] read_data_mem;
    memoryANDGate u_and (
        .branch(Branch),
        .zero(Zero),
        .pcsrc(PCSrc)
    );
    memoryData u_dmem (
        .clk(clk),
        .addr(ALUResult),
        .write_data(WriteData),
        .mem_write(MemWrite),
        .mem_read(MemRead),
        .read_data(read_data_mem)
    );
    memoryWBLatch u_mem_wb (
        .clk(clk),
        .wb_control_in(WBControl),
        .read_data_in(read_data_mem),
        .alu_result_in(ALUResult),
        .write_reg_in(WriteReg),
        .wb_control_out(WBControl_out),
        .read_data_out(ReadData),
        .alu_result_out(ALUResult_out),
        .write_reg_out(WriteReg_out)
    );
endmodule
`timescale 1ns / 1ps
module memoryWBLatch(
    input  wire        clk,
    input  wire [1:0]  wb_control_in,      
    input  wire [31:0] read_data_in,
    input  wire [31:0] alu_result_in,
    input  wire [4:0]  write_reg_in,
    output reg  [1:0]  wb_control_out,
    output reg  [31:0] read_data_out,
    output reg  [31:0] alu_result_out,
    output reg  [4:0]  write_reg_out
);
    always @(posedge clk) begin
        wb_control_out <= wb_control_in;
        read_data_out  <= read_data_in;
        alu_result_out <= alu_result_in;
        write_reg_out  <= write_reg_in;
    end
endmodule

===== /design/flow/run.sh =====
#!/bin/bash
# OpenROAD 26Q1-2900-gdf79404cd8, Yosys 0.63+post, stock flow scripts
make -C /OpenROAD-flow-scripts/flow DESIGN_CONFIG=/design/flow/config.mk WORK_HOME=/design/flow/orfs finish

===== /design/flow/config.mk =====
export PLATFORM = sky130hd
export DESIGN_NAME = memoryTop
export DESIGN_NICKNAME = memoryTop
export VERILOG_FILES = /design/flow/design.v
export SDC_FILE = /design/flow/constraint.sdc
export NUM_CORES = 4
export LEC_CHECK = 1
export CORE_UTILIZATION = 50
export SYNTH_HDL_FRONTEND = slang
export SYNTH_MEMORY_MAX_BITS = 65536

===== /design/flow/constraint.sdc =====
current_design memoryTop

set clk_period 52.0
set clk_io_pct 0.2

create_clock -name clk0 -period $clk_period [get_ports {clk}]

set non_clock_inputs [all_inputs -no_clocks]
set_input_delay [expr $clk_period * $clk_io_pct] -clock clk0 $non_clock_inputs
set_output_delay [expr $clk_period * $clk_io_pct] -clock clk0 [all_outputs]

==> ds_physical_params.txt <==
Physical design parameters

Parameter                              Value

Status
  Result of the run    finished clean

Logic synthesis
  Number of standard cells reported by yosys    14300
  Post-Syn Instances    14300
  Count of synthesis-stage warnings from yosys    0
  Distinct cell type count after synthesis    51
  Post-synthesis cell type with the largest instance count    sky130_fd_sc_hd__edfxtp_1
  Number of register bits inferred by synthesis    just over 8000
  FFs w/ async S/R, synth    0%
  Top cells, area    sky130_fd_sc_hd__edfxtp_1 78%, sky130_fd_sc_hd__mux4_2 12%, sky130_fd_sc_hd__mux2i_1 2.6%, sky130_fd_sc_hd__a22oi_1 0.92%, sky130_fd_sc_hd__nand2_1 0.51%
  Synth top area share    78.3%
  Cell accounting for the most synthesized area    sky130_fd_sc_hd__edfxtp_1
  Area of the synthesized netlist per yosys stat    approximately 310000 um^2
  Most common flop cell mapped by yosys    sky130_fd_sc_hd__edfxtp_1
  Portion of the post-synthesis area used by sequential elements    78.7%
  Top cells by count, synth    8192 x sky130_fd_sc_hd__edfxtp_1, 1691 x sky130_fd_sc_hd__mux4_2, 803 x sky130_fd_sc_hd__mux2i_1
  Mean instance size in the synthesized netlist    22.0 um^2
  Post-Syn Area    314000 um^2
  Number of flops mapped to enable cells by yosys    8192

Place
  Buffers on Ports    around 150
  Detailed placer's ending HPWL    515 mm
  Weighted congestion at the end of routability-driven global placement    ~0.9
  DP Worst Slack    30.18 ns

Clocking
  Post-CTS Hold Buffers    0
  Maximum clock path buffer count    4
  Number of buffers inserted during clock tree synthesis    817
  Clock transition at the registers of the reported paths    0.06 ns
  Root Buffer Master    sky130_fd_sc_hd__clkbuf_16
  Number of clock sinks    ~8300
  Clock insertion delay at the later pin of the skew report    1.19 ns
  Number of post-CTS setup repair buffers    0
  CTS tree    built
  Gates resized, CTS repair    0
  Count of H-tree levels built during CTS    6

Drt
  Met3 wire len    211 mm
  Metal1 wirelength    239 mm
  Met2 WL post-DR    397 mm
  Uppermost layer routed    met5
  Iteration-0 DRC count of the detailed router    10400
  Via count normalized by instance count    6.27
  Avg WL per Cell    36.7 um
  Detailed-route via count    153000
  Antenna-violating nets left    0
  Wirelength, routed    between 800 and 900 mm
  1st-pass router iterations    5
  DRC errors left    0

Worst setup path
  Crit path DAT    11.41 ns
  Category of the most critical setup path    input pin to primary output
  Critical path launch point type    input pin
  Worst setup slack for register-to-register paths    48.63 ns
  Cell at the slowest stage of the critical path    sky130_fd_sc_hd__clkdlybuf4s50_1
  Maximum fanout along the worst path    1
  Source of the worst register-to-register timing path    u_dmem.MEM[57][16]
  Required arrival time at the worst endpoint    41.60 ns
  Element type at the critical path end    primary output
  Worst Reg2Reg Path Length in Cells    7
  Cell-by-cell listing of the critical path    clkdlybuf4s50_1, and2_1, clkdlybuf4s50_1
  Critical register-to-register path endpoint    u_mem_wb.read_data_out[16]
  Cell seen most often among critical-path stages    sky130_fd_sc_hd__clkdlybuf4s50_1
  Delay of the slowest cell on the worst path    ~0.46 ns

Global routing
  Wire length of the first global-routing pass    1250 mm
  Residual overflow from global routing    0
  GRT Total Usage    32.3%
  Pin count of the biggest net entering global routing    129
  Antenna violations before repair    71
  Vias in the first global route    around 170k

Worst hold path
  Capture endpoint of the worst hold path    u_mem_wb.read_data_out[6]
  Number of cells on the worst hold path    3
  Min-Delay Path Class    flip-flop to flip-flop
  Hold path startpoint    u_dmem.MEM[91][6]

Flow run
  Tool warning count    51
  Number of max-cap violations    0

STA
  Summed negative setup slack over all endpoints    0 ns
  Crit share post-route    41.9%
  Post-route clock skew    around 0.096 ns
  Final Setup Violations    0
  Final worst setup slack    30.19 ns
  Setup repair after global routing missed its margin    no
  Final Hold Fails    0
  F_max    between 0.04 and 0.05 GHz
  Count of final max-slew check failures    0
  Relative max-transition margin    between 10% and 20%
  Clock period minus worst slack    21.81 ns
  Transition time at the pin with the least slew margin    1.24 ns

Floorplan
  Placement Rows    290
  Ports    approximately 150
  Die Y    795 um
  Pre-Place Util    50.3%
  Floorplan die width    between 700 and 800 um
  Floorplan Core Area    625000 um^2
  Die outline area    632000 um^2

Power and ir drop
  PD cells    38.7 nW/um^2
  Pwr Total    between 10000 and 15000 uW
  Maximum resistive drop on vdd    0.0378 mV
  Cell leakage power    0.112 uW

Layout
  Utilization after layout    about 57%
  Layout overhead on the synthesized area    13.7%
  Proportion of layout cells with a drive suffix above 1    25.8%
where the power goes:
group	internal (uW)	switching (uW)	total, uW
combinational	216	470	687
clock	3280	2500	5780
sequential	7340	13.2	7350
total	10800	2980	13800
layout make-up:
type / instances / area (um^2)
Fill cell: 43600 / 268000
Clock buffer: 1022 / 21500
Timing Repair Buffer: 929 / 7690
Multi-Input combinational cell: 5175 / 64700
Inverter: 6 / 37.5
Sequential cell: 8263 / 247000
Tap cell: 8322 / 10400
Clock inverter: 491 / 4840
Antenna cell: 222 / 556
cells in the final DEF, fill, tap and decap left out, types with 32 or more instances in the layout:
| master | count |
|---|---|
| sky130_fd_sc_hd__edfxtp_1 | 8192 |
| sky130_fd_sc_hd__mux4_2 | 1691 |
| sky130_fd_sc_hd__clkbuf_16 | 824 |
| sky130_fd_sc_hd__mux2i_1 | 803 |
| sky130_fd_sc_hd__buf_4 | 771 |
| sky130_fd_sc_hd__nand2_1 | 396 |
| sky130_fd_sc_hd__a22oi_1 | 387 |
| sky130_fd_sc_hd__a21oi_1 | 294 |
| sky130_fd_sc_hd__diode_2 | 222 |
| sky130_fd_sc_hd__nor2_4 | 222 |
| sky130_fd_sc_hd__clkinv_1 | 189 |
| sky130_fd_sc_hd__clkbuf_1 | 182 |
| sky130_fd_sc_hd__a211oi_1 | 150 |
| sky130_fd_sc_hd__clkinv_2 | 140 |
| sky130_fd_sc_hd__a221oi_1 | 124 |
| sky130_fd_sc_hd__mux2_2 | 117 |
| sky130_fd_sc_hd__o21ai_0 | 106 |
| sky130_fd_sc_hd__clkdlybuf4s50_1 | 106 |
| sky130_fd_sc_hd__nor2_1 | 103 |
| sky130_fd_sc_hd__o221ai_1 | 95 |
| sky130_fd_sc_hd__nor2b_1 | 94 |
| sky130_fd_sc_hd__dfxtp_1 | 71 |
| sky130_fd_sc_hd__bufinv_16 | 69 |
| sky130_fd_sc_hd__a31oi_1 | 63 |
| sky130_fd_sc_hd__o21ai_1 | 62 |
| sky130_fd_sc_hd__nor3_2 | 48 |
| sky130_fd_sc_hd__nand3_1 | 44 |
| sky130_fd_sc_hd__nand4_1 | 36 |
| sky130_fd_sc_hd__o22ai_1 | 33 |
| sky130_fd_sc_hd__o211ai_1 | 33 |
| sky130_fd_sc_hd__buf_8 | 33 |
| sky130_fd_sc_hd__a221o_1 | 32 |
| sky130_fd_sc_hd__o31ai_1 | 32 |
| sky130_fd_sc_hd__a32oi_1 | 32 |
cell families after synthesis:
family | count (synthesis) | share of synthesized area (%)
DFF | 8263 | 78.7
buffers and inverters | 852 | 1.32
AOI/OAI and AO/OA | 1509 | 3.35
and+or+nand+nor | 1041 | 1.44
muxes | 2625 | 15.1
worst max-delay path, delay by kind of cell:
family | cells | cell delay (ns)
buf+inv | 2 | 0.90
simple gates | 1 | 0.11
state kept, by name (all words and copies together), names as in the netlist:
name and flops:
u_mem_wb.wb_control_out 2, u_dmem.MEM 8192, u_mem_wb.alu_result_out 32, u_mem_wb.read_data_out 32
u_mem_wb.write_reg_out 5
stage by stage:
stage / area (um^2) / hold WS, ns / instances
5_1_grt: 357000 / 0.872 / 24300
4_1_cts: 357000 / 0.823 / 24200
6_report: 357000 / 0.822 / 24400
2_1_floorplan: 314000 / 0.779 / 14300
3_5_place_dp: 330000 / 0.813 / 22700
3_3_place_gp: 330000 / 0.813 / 22700
layer usage:
layer  global-route usage, %  vias up
met5                    8.51        -
met1                    34.2    76100
li1                        -    62700
met3                    32.7     1896
met2                    42.7    12500
met4                    11.9      112
worst max-delay path by stage:
stage | from | endpoint | slack, ns | cells past startpoint
finish | Branch | PCSrc | 30.19 | 3
global route | Zero | PCSrc | 30.16 | 3
CTS | Zero | PCSrc | 30.18 | 3
Power figures rest on the tool's default switching activity, not on a simulated workload.
