==> ./design.v <==
`timescale 1ns / 1ps
module fetchAdder(
    output [31:0]addout,
    input [31:0]in1,
    input [31:0]in2 
    );
    assign addout = in1 + in2;
endmodule
`timescale 1ns / 1ps
module fetchInstrMem(
    output reg [31:0]instr,
    input wire [31:0]addr,
    input CLK 
    );
    reg [31:0] mem [0:255];
    wire [7:0] word_addr = addr[9:2];
    integer i;
    initial begin
        for (i = 0; i < 256; i = i + 1) mem[i] = 32'h00000000;
        $readmemb("instr.mem", mem);
    end
    always @(*) begin
        instr = mem[word_addr];
    end
endmodule
`timescale 1ns / 1ps
module fetchLatch(
    output reg [31:0] out1,
    output reg [31:0] out2,
    input  wire [31:0] in1,
    input  wire [31:0] in2,
    input  wire        CLK,
    input  wire        RST
    );
    always @(posedge CLK) begin
        if (RST) begin
            out1 <= 32'h00000000;
            out2 <= 32'h00000000;
        end
        else begin
            out1 <= in1;
            out2 <= in2;
        end
    end
endmodule
`timescale 1ns / 1ps
module fetchMux(
    output [31:0]muxout,
    input PCScr,
    input [31:0]muxin1,
    input [31:0]muxin2 
    );
    assign muxout = (PCScr) ? muxin2 : muxin1;
endmodule
`timescale 1ns / 1ps
module fetchPC(
    output reg [31:0] A,
    input  wire [31:0] in,
    input  wire        CLK,
    input  wire        RST
    );
    always @(posedge CLK) begin
        if (RST)
            A <= 32'h00000000;    
        else
            A <= in;              
    end
endmodule
`timescale 1ns / 1ps
module fetchTop(
    input              clk,
    input              rst,
    input              ex_mem_pc_src,         
    input      [31:0]  ex_mem_npc,            
    output     [31:0]  if_id_instr,           
    output     [31:0]  if_id_npc,             
    output     [31:0]  PC_value               
    );
    wire [31:0] pc_q;           
    wire [31:0] pc_plus4;       
    wire [31:0] next_pc;        
    wire [31:0] instr_data;     
    fetchPC u_pc (
        .A   (pc_q),
        .in  (next_pc),
        .CLK (clk),
        .RST (rst)
    );
    fetchInstrMem u_imem (
        .instr (instr_data),
        .addr  (pc_q),
        .CLK   (clk)
    );
    fetchAdder u_adder (
        .addout (pc_plus4),
        .in1    (pc_q),
        .in2    (32'd4)
    );
    fetchMux u_mux (
        .muxout (next_pc),
        .PCScr  (ex_mem_pc_src),
        .muxin1 (pc_plus4),
        .muxin2 (ex_mem_npc)
    );
    fetchLatch u_ifid (
        .out1 (if_id_instr),
        .out2 (if_id_npc),
        .in1  (instr_data),
        .in2  (pc_plus4),
        .CLK  (clk),
        .RST  (rst)
    );
    assign PC_value = pc_q;
endmodule
==> ./run.sh <==
#!/bin/bash
# OpenROAD 26Q1-2900-gdf79404cd8, Yosys 0.63+post, stock flow scripts
make -C /OpenROAD-flow-scripts/flow DESIGN_CONFIG=/design/flow/config.mk WORK_HOME=/design/flow/orfs finish
==> ./config.mk <==
export PLATFORM = sky130hd
export DESIGN_NAME = fetchTop
export DESIGN_NICKNAME = fetchTop
export VERILOG_FILES = /design/flow/design.v
export SDC_FILE = /design/flow/constraint.sdc
export NUM_CORES = 4
export LEC_CHECK = 1
export CORE_UTILIZATION = 40
export SYNTH_HDL_FRONTEND = slang
export SYNTH_MEMORY_MAX_BITS = 65536
==> ./constraint.sdc <==
current_design fetchTop

set clk_period 5.6
set clk_io_pct 0.2

create_clock -name clk0 -period $clk_period [get_ports {clk}]

set non_clock_inputs [all_inputs -no_clocks]
set_input_delay [expr $clk_period * $clk_io_pct] -clock clk0 $non_clock_inputs
set_output_delay [expr $clk_period * $clk_io_pct] -clock clk0 [all_outputs]
==> results.py <==
# Synthesis and PnR figures
metrics = {
    "status": {
        "run_status": "complete, no violations",
    },
    "placed_design": {
        "io_buffer_count": 98,
        "gp_routability_congestion": 0.7948,
        "hpwlAfterDp_um": 4505,
        "postPlaceCellArea_mm2": 0.003630,
        "placedCellCount": 463,
    },
    "sta": {
        "worst-slew-pin-transition_ns": 0.8550,
        "final_min_period_over_clock_period_pct": 46.06,
        "totalNegativeSetupSlack_ns": 0,
        "timing.fmax_mhz": 387.7,
        "skew_ns": 0.005681,
        "setup_repair_after_global_routing_missed_its_margin": "false",
        "worst_slew_margin_rel_pct": 42.92,
        "final-max-slew-violation-count": 0,
        "finalSetupViolCount": 0,
        "final_period_minus_worst_setup_slack_ns": 2.579,
        "hold_violations": 0,
    },
    "grt": {
        "grt_antenna_before_repair": 0,
        "grt_start_max_net_pins": 65,
        "first_pass_grt_wire_length_um": 10610,
        "grt_overflow_total": 0,
        "grt_util_all_layers_pct": 18.90,
        "vias_in_the_first_global_route": 2159,
    },
    "route": {
        "detailedRoute.firstIterationViolations": 124,
        "routed_wirelength_um": 6611,
        "drt_pass1_iterations": 4,
        "antennaDiodeCount": 0,
        "avgRoutedWirePerCell_um": 13.89,
        "antenna_violating_nets_post_route": 0,
        "routed_vias": 2382,
        "routed_via_density": 5.004,
        "post-route-drc-count": 0,
    },
    "cts": {
        "cts-root-to-sink-buffers": 2,
        "cts.repair.resized": 0,
        "path_clk_slew_ns": 0.06,
        "ctsHtreeMaxLevel": 3,
        "clk-insertion-delay-late_ns": 0.33,
        "tritoncts_num_sinks": 64,
        "cts-buffers-inserted": 9,
        "clock_tree.root_cell": "clkbuf_8",
        "cts_setup_buffers": 0,
        "postCtsHoldBufs": 0,
        "tritoncts_clock_tree": "done",
    },
    "yosys": {
        "fraction_of_post_synthesis_cell_area_in_the_top_cell_type_by_area_pct": 46.42,
        "cell_taking_the_most_area_after_synthesis": "dfxtp_1",
        "postSynthSeqShare_pct": 46.42,
        "post_synth.cell_area_avg_um2": 8.991,
        "yosys-top-cells-area": "dfxtp_1 46%, buf_4 9.5%, nor2_1 6.7%",
        "ys.warnings.count": 0,
        "mappedNetlistArea_mm2": 0.002760,
        "synthCells": 307,
        "postSynthRegisterBits": 64,
        "post_synth_num_cell_types": 33,
        "ys_area_mm2": 0.002760,
        "yosysCellCount": 307,
    },
    "power": {
        "power.share.combinational_pct": 12.5,
        "leakage_nw": 1.383,
        "sw_frac_of_total_pct": 23.33,
        "p_clk_share_pct": 34.9,
        "total_switching_power_w": 0.0002259,
        "p_per_area_mw_per_mm2": 255.5,
        "power.total_w": 0.0009684,
        "ir_worst_vdd_mv": 0.1194,
        "pwr-share-seq_pct": 52.5,
        "power.internal_w": 0.0007425,
    },
    "worst_setup_path": {
        "cp.required_ns": 5.83,
        "worstSetupEndpointType": "flop",
        "worstPathMaxFanout": 54,
        "timing.setup.critical_path_class": "primary input to flop",
        "crit_path_launch_type": "primary input",
        "worst_ep_arrival_time_ns": 2.81,
    },
    "floorplan": {
        "die_h_um": 85.07,
        "die_area_mm2": 0.007237,
        "floorplan_core_area_mm2": 0.006495,
        "chipWidth_um": 85.07,
        "io_pins": 131,
        "floorplan.initialDensity_pct": 42.50,
        "floorplan.rows": 29,
    },
    "layout": {
        "finalNonFillerCells": 476,
        "final_area_mm2": 0.003790,
        "drive_gt1_share_pct": 4.511,
        "final_util_pct": 58.35,
        "area_delta_synth_final_pct": 37.31,
    },
    "flow_run": {
        "stage_log_warnings": 25,
        "max_cap_violations": 0,
    },
    "hold_path": {
        "hp-class": "flop to flop",
    },
}
## path summary, 6_finish.rpt
path | from | to | slack (ns) | cells after the start
worst max-delay path | ex_mem_pc_src | u_pc.A[25]$_SDFF_PP0_ | 3.02 | 4
worst min-delay path | u_pc.A[1]$_SDFFE_PP0P_ | u_ifid.out2[1]$_SDFF_PP0_ | 0.48 | 1
worst min register to register | u_pc.A[1]$_SDFFE_PP0P_ | u_ifid.out2[1]$_SDFF_PP0_ | 0.48 | 1
worst max register to register | u_pc.A[2]$_SDFF_PP0_ | u_pc.A[26]$_SDFF_PP0_ | 3.38 | 5
## per-layer routing
layer,vias up,GRT usage [%],wire [um]
li1,1211,-,-
met1,1074,29.89,3254
met2,87,27.93,2825
met3,10,4.047,435
met4,0,3.698,95
met5,-,0,0
## stage by stage
stage | setup slack [ns] | hold slack, ns
2_1_floorplan | 3.500 | 0.4483
3_3_place_gp | 2.745 | 0.4737
4_1_cts | 3.013 | 0.4840
5_1_grt | 2.808 | 0.5011
6_report | 3.021 | 0.4796
3_5_place_dp | 2.672 | 0.4719
## cell usage in the layout, fill, tap and decap left out, types with 2 or more instances in the layout
cell,count
clkbuf_8,11
a311oi_1,11
nand4_1,13
clkdlybuf4s50_1,97
nor2b_1,3
dfxtp_1,64
a211oi_1,14
or3_1,4
nor2_1,49
xnor2_1,6
o21bai_1,2
o21ai_0,12
a21oi_1,15
nand2_1,7
nand3_1,12
nor4_1,2
and3_1,2
a31oi_1,2
mux2i_1,3
xor2_1,9
conb_1,32
and4_1,6
or4_1,11
## flip-flops by register name, indices dropped and copies added (netlist names)
register / count
u_ifid.out2: 32
u_pc.A: 32
## synthesized netlist by cell type
| cell | count |
|---|---|
| o21ai_0 | 12 |
| mux2i_1 | 3 |
| a311oi_1 | 11 |
| nand4_1 | 13 |
| a211oi_1 | 14 |
| and4_1 | 6 |
| a21oi_1 | 15 |
| nand3_1 | 12 |
| clkbuf_1 | 12 |
| and2_1 | 1 |
| buf_4 | 35 |
| or4_4 | 1 |
| conb_1 | 1 |
| nand3_2 | 1 |
| nor2b_1 | 3 |
| or4_1 | 11 |
| o31ai_1 | 1 |
| nand4_2 | 1 |
| buf_1 | 1 |
| a31oi_1 | 2 |
| dfxtp_1 | 64 |
| xnor2_1 | 6 |
| and3_1 | 2 |
| o21bai_1 | 2 |
| inv_1 | 1 |
| xor2_1 | 9 |
| inv_2 | 1 |
| nand2_1 | 7 |
| nor4_1 | 2 |
| nor2_1 | 49 |
| ha_1 | 1 |
| or3_1 | 4 |
| buf_2 | 3 |
## power groups by stage
stage	Sequential, W	Combinational, W	Clock [W]
4_1_cts	0.000509	0.000123	0.000347
5_1_grt	0.000513	0.000136	0.000365
6_report	0.000509	0.000121	0.000338
## cell type report
type / instances / area [um^2]
Timing Repair Buffer: 99 / 983.4
Fill cell: 581 / 2705
Inverter: 2 / 7.507
Tap cell: 77 / 96.34
Clock inverter: 1 / 5.005
Sequential cell: 64 / 1281
Multi-Input combinational cell: 221 / 1261
Clock buffer: 12 / 155.1
## critical path, stage by stage
cell and delay [ns]:
clkdlybuf4s50_1 0.58, inv_2 0.71, nor2_1 0.12, a311oi_1 0.26
## kinds of logic after synthesis
group	synth area share, %
fa+ha+maj	0.4532
compound gates	13.46
simple gates	21.58
flops	46.42
other cells	0.1359
buf+inv	12.10
xor+xnor	4.760
mux	1.088
Power is estimated from default activity; no workload was simulated.
