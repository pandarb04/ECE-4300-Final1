[design/flow/design.v]
`timescale 1ns / 1ps
module executeALU(
    input  wire [31:0] a,        
    input  wire [31:0] b,        
    input  wire [2:0]  control,  
    output reg  [31:0] result,
    output reg         zero
);
    parameter ALUadd = 3'b010;
    parameter ALUsub = 3'b110;
    parameter ALUand = 3'b000;
    parameter ALUor  = 3'b001;
    parameter ALUslt = 3'b111;
    initial begin
        result = 32'b0;
        zero   = 1'b0;
    end
    always @* begin
        case (control)
            ALUadd: result = a + b;
            ALUsub: result = a - b;
            ALUand: result = a & b;
            ALUor:  result = a | b;
            ALUslt: begin
                if (a[31] != b[31]) 
                    result = (a[31] == 1) ? 32'd1 : 32'd0;
                else 
                    result = (a < b) ? 32'd1 : 32'd0;
            end 
            default: result = 32'bx;
        endcase
        zero = (result == 32'b0);
    end
endmodule
`timescale 1ns / 1ps
module executeALUCtrl(
    input  wire [5:0] funct,    
    input  wire [1:0] aluop,
    output reg  [2:0] select
);
    parameter Rtype   = 2'b10;
    parameter LWSW    = 2'b00;    
    parameter BRANCH  = 2'b01;    
    parameter UNKNOWN = 2'b11;
    parameter ALUadd = 3'b010;
    parameter ALUsub = 3'b110;
    parameter ALUand = 3'b000;
    parameter ALUor  = 3'b001;
    parameter ALUslt = 3'b111;
    parameter ALUx   = 3'b011;    
    parameter FUNCTadd = 6'b100000;
    parameter FUNCTsub = 6'b100010;
    parameter FUNCTand = 6'b100100;
    parameter FUNCTor  = 6'b100101;
    parameter FUNCTslt = 6'b101010;
    initial begin
        select = 3'b000;
    end
    always @* begin
        case (aluop)
            Rtype: begin
                case (funct)
                    FUNCTadd: select = ALUadd;
                    FUNCTsub: select = ALUsub;
                    FUNCTand: select = ALUand;
                    FUNCTor:  select = ALUor;
                    FUNCTslt: select = ALUslt;
                    default:  select = ALUx;
                endcase
            end
            LWSW:   select = ALUadd;   
            BRANCH: select = ALUsub;   
            UNKNOWN:select = ALUx;
            default:select = ALUx;
        endcase
    end
endmodule
`timescale 1ns / 1ps
module executeAdder(
    input  wire [31:0] add_in1,
    input  wire [31:0] add_in2,
    output wire [31:0] add_out
);
    assign add_out = add_in1 + add_in2;
endmodule
`timescale 1ns / 1ps
module executeBtmMux(
    output wire [4:0] y,
    input  wire [4:0] a,
    input  wire [4:0] b,
    input  wire       sel
);
    assign y = sel ? a : b;
endmodule
`timescale 1ns / 1ps
module executeEXMem(
    input  wire [1:0]  ctlwb_out,
    input  wire [2:0]  ctlm_out,
    input  wire [31:0] adder_out,
    input  wire        aluzero,
    input  wire [31:0] aluout,
    input  wire [31:0] readdat2,
    input  wire [4:0]  muxout,
    output reg  [1:0]  wb_ctlout,
    output reg         branch,
    output reg         memread,
    output reg         memwrite,
    output reg  [31:0] add_result,
    output reg         zero,
    output reg  [31:0] alu_result,
    output reg  [31:0] rdata2out,
    output reg  [4:0]  five_bit_muxout
);
    initial begin
        wb_ctlout       = 2'b00;
        branch          = 1'b0;
        memread         = 1'b0;
        memwrite        = 1'b0;
        add_result      = 32'b0;
        zero            = 1'b0;
        alu_result      = 32'b0;
        rdata2out       = 32'b0;
        five_bit_muxout = 5'b0;
    end
    always @* begin
        wb_ctlout       = ctlwb_out;
        branch          = ctlm_out[2];
        memread         = ctlm_out[1];
        memwrite        = ctlm_out[0];
        add_result      = adder_out;
        zero            = aluzero;
        alu_result      = aluout;
        rdata2out       = readdat2;
        five_bit_muxout = muxout;
    end
endmodule
`timescale 1ns / 1ps
module executeTop(
    input  wire [1:0]   wb_ctl,              
    input  wire [2:0]   m_ctl,               
    input  wire         regdst,
    input  wire         alusrc,
    input  wire [1:0]   aluop,
    input  wire [31:0]  npcout,
    input  wire [31:0]  rdata1,
    input  wire [31:0]  rdata2,
    input  wire [31:0]  s_extendout,
    input  wire [4:0]   instrout_2016,
    input  wire [4:0]   instrout_1511,
    input  wire [5:0]   funct,               
    output wire [1:0]   wb_ctlout,           
    output wire         branch,
    output wire         memread,
    output wire         memwrite,
    output wire [31:0]  EX_MEM_NPC,
    output wire         zero,
    output wire [31:0]  alu_result,
    output wire [31:0]  rdata2out,
    output wire [4:0]   five_bit_muxout
);
    wire [31:0] adder_out;
    wire [31:0] b;
    wire [2:0]  control;
    wire        aluzero;
    wire [31:0] aluout;
    wire [4:0]  muxout;
    executeAdder adder3 (
        .add_in1(npcout),
        .add_in2(s_extendout),
        .add_out(adder_out)
    );
    executeBtmMux bottom_mux3 (
        .y  (muxout),
        .a  (instrout_1511),
        .b  (instrout_2016),
        .sel(regdst)
    );
    executeALUCtrl alu_control3 (
        .funct (funct),
        .aluop (aluop),
        .select(control)
    );
    executeTopMux top_mux3 (
        .y     (b),
        .a     (s_extendout),
        .b     (rdata2),
        .alusrc(alusrc)
    );
    executeALU alu3 (
        .a      (rdata1),
        .b      (b),
        .control(control),
        .result (aluout),
        .zero   (aluzero)
    );
    executeEXMem ex_mem3 (
        .ctlwb_out (wb_ctl),         
        .ctlm_out  (m_ctl),
        .adder_out (adder_out),
        .aluzero   (aluzero),
        .aluout    (aluout),
        .readdat2  (rdata2),
        .muxout    (muxout),
        .wb_ctlout      (wb_ctlout),       
        .branch         (branch),
        .memread        (memread),
        .memwrite       (memwrite),
        .add_result     (EX_MEM_NPC),
        .zero           (zero),
        .alu_result     (alu_result),
        .rdata2out      (rdata2out),
        .five_bit_muxout(five_bit_muxout)
    );
endmodule
`timescale 1ns / 1ps
module executeTopMux(
    output wire [31:0] y,
    input  wire [31:0] a,     
    input  wire [31:0] b,     
    input  wire        alusrc
);
    assign y = alusrc ? a : b;
endmodule
[design/flow/run.sh]
#!/bin/bash
# OpenROAD 26Q1-2900-gdf79404cd8, Yosys 0.63+post, stock flow scripts
make -C /OpenROAD-flow-scripts/flow DESIGN_CONFIG=/design/flow/config.mk WORK_HOME=/design/flow/orfs finish
[design/flow/config.mk]
export PLATFORM = sky130hd
export DESIGN_NAME = executeTop
export DESIGN_NICKNAME = executeTop
export VERILOG_FILES = /design/flow/design.v
export SDC_FILE = /design/flow/constraint.sdc
export NUM_CORES = 4
export LEC_CHECK = 1
export CORE_UTILIZATION = 40
export SYNTH_HDL_FRONTEND = slang
[design/flow/constraint.sdc]
current_design executeTop

set clk_period 29.8
set clk_io_pct 0.2

create_clock -name clk0 -period $clk_period

set non_clock_inputs [all_inputs -no_clocks]
set_input_delay [expr $clk_period * $clk_io_pct] -clock clk0 $non_clock_inputs
set_output_delay [expr $clk_period * $clk_io_pct] -clock clk0 [all_outputs]
==> flow_metrics.tcl <==
# yosys + openroad results
set metrics [dict create \
    worstPathRequired_ps 23840 \
    yosysUniqueCellTypes 80 \
    fp-utilization_pct 40.8 \
    crit_path_start "alusrc" \
    grt_pass1_vias 7703 \
    path_class "in2out" \
    hold_buffers 0 \
    cts_resized 0 \
    dieArea_sq_mm 0.0189 \
    comb_area_sq_mm 0.00649 \
    final_antenna_net_count 0 \
    nFillCells 1757 \
    syn_inst 1067 \
    antenna_cells 0 \
    p_leak_nw 4.28 \
    hold_viol 0 \
    ys_chip_area_sq_mm 0.00736 \
    synth_area_sq_mm 0.00736 \
    p_int_uw 116 \
    endpoint_kind "output pin" \
    grt_use_total_pct 27.0 \
    synth-seq-area-share_pct 0 \
    fp.dieW_um 138 \
    first_pass_iters 5 \
    peakVddDrop_uv 12.4 \
    p_per_area_mw_per_mm2 23.2 \
    viasPerCell 5.59 \
    crit_path_top_delay_cell "or4_1" \
    mostFrequentLayoutCells "clkdlybuf4s50_1 (249), ha_1 (137), inv_1 (112)" \
    fp.coreArea_sq_mm 0.0180 \
    hold_ws_ps 11920 \
    grt_first_pass_wirelength_mm 39.8 \
    drt_iter0_markers 590 \
    wl_mm 25.9 \
    setup_tns_ps 0 \
    cap_violations 0 \
    warnings 106 \
    fp-row-count 49 \
    slew_viol_final 0 \
    p_sw_uw 110 \
    vias 8240 \
    routabilityCongestion 0.977 \
    seqPwrFrac_pct 0 \
    yosysWarnings 0 \
    fin_crit_ps 17230 \
    die_h_um 138 \
    cp.arrival_ps 11270 \
    status "finished clean" \
    yosys_cells 1067 \
    dp_hpwl_mm 21.4 \
    n_sequential_cell 0 \
    grt_start_max_net_pins 33 \
    areaGrowthSynthToFinish_pct 32.5 \
    rsz0062_at_grt "false" \
    slew_headroom_pct 39.9 \
    layout.cells.most_common "clkdlybuf4s50_1" \
    worstMarginPinSlew_ps 890 \
    antenna_found_initial 0 \
    hold_path.class "in2out" \
    drive_gt1_share_pct 2.81 \
    cp_max_fo 32 \
    critPathMaxStageDelay_ps 580 \
    start_kind "input port" \
    finalSetupViolations 0 \
    crit_chain "buf_2, buf_4, mux2i_1, inv_1, ha_1, fa_1, a211oi_1, o21ai_0, o211ai_1, nand2_1, a21oi_1, xnor2_1, o211ai_1, or4_1, or4_1, nor4_2, and4b_1, clkdlybuf4s50_1" \
    ioPinCount 260 \
    synth_area_per_cell_sq_um 6.90 \
    port_buffers 250 \
    wl_per_cell_um 17.5 \
    fin_crit_sh_pct 57.8 \
    post_cts_buffers 0 \
    power_uw 226 \
    cp_num_buf_inv 4 \
    hold_start "m_ctl[2]" \
    clock_buffers 0 \
    seqCellArea_sq_um 0 \
    grt-ovfl-total 0 \
    fmaxAchievable_mhz 58.0 \
    cp_top_family "simple AND/OR/NAND/NOR gates" \
    clkPwrFrac_pct 0 \
    pwr-share-comb_pct 100.0 \
    p_sw_share_pct 48.6 \
    drc 0 \
]
==> cell usage after synthesis, types with 4 or more instances <==
| master | number | area share (%) |
|---|---|---|
| a211o_1 | 5 | 0.60 |
| a22oi_1 | 4 | 0.41 |
| a221oi_1 | 8 | 0.95 |
| xor2_1 | 12 | 1.4 |
| o211ai_1 | 33 | 3.4 |
| o41ai_1 | 7 | 0.83 |
| o221ai_1 | 14 | 1.7 |
| o31a_1 | 4 | 0.48 |
| nand4_1 | 6 | 0.51 |
| or2_2 | 5 | 0.43 |
| o31ai_1 | 9 | 0.92 |
| and2_1 | 7 | 0.60 |
| buf_1 | 5 | 0.26 |
| nor4_1 | 9 | 0.76 |
| a31oi_1 | 16 | 1.4 |
| mux2i_1 | 37 | 5.0 |
| nand2_1 | 82 | 4.2 |
| nor3_1 | 22 | 1.5 |
| o21a_1 | 10 | 1.0 |
| mux2_2 | 6 | 0.92 |
| a211oi_1 | 20 | 2.0 |
| or3_1 | 11 | 0.94 |
| ha_1 | 137 | 23 |
| o21ai_0 | 55 | 3.7 |
| inv_1 | 112 | 5.7 |
| o21bai_1 | 8 | 0.82 |
| buf_2 | 5 | 0.34 |
| and3_1 | 9 | 0.76 |
| a21o_1 | 21 | 2.1 |
| xnor2_1 | 38 | 4.5 |
| a21oi_1 | 74 | 5.0 |
| or4_1 | 6 | 0.61 |
| nor2_1 | 73 | 3.7 |
| o2111ai_1 | 5 | 0.60 |
| nor2b_1 | 13 | 1.1 |
| clkbuf_1 | 31 | 1.6 |
| nand2b_1 | 22 | 1.9 |
| buf_4 | 38 | 3.9 |
| nand3_1 | 26 | 1.8 |
==> stage by stage <==
stage | utilization, % | std cells | setup WS, ps | instance area (sq um)
floorplan | - | 1067 | 13690 | 7360
global placement | 54.1 | 1474 | 12770 | 9750
detailed placement | 54.1 | 1474 | 12620 | 9750
CTS | 54.1 | 1474 | 12590 | 9750
global route | 54.1 | 1474 | 12280 | 9750
finish | 54.1 | 1474 | 12570 | 9750
==> layer usage <==
metal | global-route usage (%) | routed length [um] | vias to the layer above
met2 | 44.3 | 11600 | 303
met3 | 3.04 | 1730 | 18
met1 | 38.9 | 12300 | 3721
li1 | - | - | 4198
met5 | 0 | 0 | -
met4 | 3.42 | 297 | 0
==> path summary, 6_finish.rpt <==
kind,to,slack (ps),depth (start not counted)
setup / recovery,zero,12570,18
hold / removal,branch,11920,0
==> kinds of logic (layout without fill, tap and decap cells) <==
kind of cell,Yosys count,after routing,synth area share (%)
adders and majority gates,140,140,24.1
AOI/OAI and AO/OA,330,330,30.6
muxes,43,43,5.95
and+or+nand+nor,312,312,21.5
buffers and inverters,192,370,11.9
xor gates and xnor gates,50,50,5.95
==> final cells by class <==
| cell class | count | share of cell area, % |
|---|---|---|
| Inverter | 112 | 4.31 |
| Multi-Input combinational cell | 875 | 66.5 |
| Tap cell | 229 | 2.94 |
| Timing Repair Buffer | 258 | 26.2 |
==> power groups by stage <==
stage     combinational [mW]  clock, mW  sequential, mW
5_1_grt                0.249          0               0
6_report               0.226          0               0
4_1_cts                0.226          0               0
Power figures rest on the tool's default switching activity, not on a simulated workload.
